[run.sh]
#!/bin/bash
# OpenROAD 26Q1-2900-gdf79404cd8, Yosys 0.63+post, stock flow scripts
make -C /OpenROAD-flow-scripts/flow DESIGN_CONFIG=/design/flow/config.mk WORK_HOME=/design/flow/orfs finish
[design.v]
module axi_data_stream_passtrough #(
	parameter	byte	DATA_WIDTH_FROM = 64,
	parameter	byte	DATA_WIDTH_TO	= 64,
	parameter	byte	TID_WIDTH		= 1,
	parameter	byte	TDEST_WIDTH		= 1,
	parameter	byte	TUSER_WIDTH		= 1,
	parameter	bit		TID_EN			= 0,
	parameter	bit		TDEST_EN		= 0,
	parameter	bit		TUSER_EN		= 0
)(
	input logic aclk,
	input logic areset_n,
	output	logic								s_axis_tready,
	input	logic								s_axis_tvalid,
	input	logic [DATA_WIDTH_FROM - 1:0]		s_axis_tdata,
	input	logic [DATA_WIDTH_FROM / 8 - 1:0]	s_axis_tkeep,
	input	logic								s_axis_tlast,
	input	logic [TID_WIDTH - 1:0]				s_axis_tid,
	input	logic [TDEST_WIDTH - 1:0]			s_axis_tdest,
	input	logic [TUSER_WIDTH - 1:0]			s_axis_tuser,
	input	logic								m_axis_tready,
	output	logic								m_axis_tvalid,
	output	logic [DATA_WIDTH_TO - 1:0]			m_axis_tdata,
	output	logic [DATA_WIDTH_TO / 8 - 1:0]		m_axis_tkeep,
	output	logic								m_axis_tlast,
	output	logic [TID_WIDTH - 1:0]				m_axis_tid,
	output	logic [TDEST_WIDTH - 1:0]			m_axis_tdest,
	output	logic [TUSER_WIDTH - 1:0]			m_axis_tuser
);
always_ff @(posedge aclk) begin
	if (!areset_n)
		m_axis_tuser <= 'b0;
	else if (TUSER_EN)
		m_axis_tuser <= s_axis_tuser;
end
always_ff @(posedge aclk) begin
	if (!areset_n)
		m_axis_tid <= 'b0;
	else if (TID_EN)
		m_axis_tid <= s_axis_tid;
end
always_ff @(posedge aclk) begin
	if (!areset_n)
		m_axis_tdest <= 'b0;
	else if (TDEST_EN)
		m_axis_tdest <= s_axis_tdest;
end
always_ff @(posedge aclk) begin 
	if(!areset_n) begin 
		m_axis_tvalid <= 1'b0;
	end
	else begin
		m_axis_tvalid <= s_axis_tvalid;
	end
end
always_ff @(posedge aclk) begin 
	if(!areset_n) begin 
		s_axis_tready <= 'b1;
	end
	else begin
		s_axis_tready <= m_axis_tready;
	end
end
always_ff @(posedge aclk) begin 
	if(!areset_n) begin 
		m_axis_tdata <= 'b0;
	end
	else begin
		m_axis_tdata <= s_axis_tdata;
	end
end
always_ff @(posedge aclk) begin 
	if(!areset_n) begin 
		m_axis_tkeep <= 'b0;
	end
	else begin
		m_axis_tkeep <= s_axis_tdata;
	end
end
always_ff @(posedge aclk) begin 
	if(!areset_n) begin 
		m_axis_tlast <= 'b0;
	end
	else begin
		m_axis_tlast <= s_axis_tlast;
	end
end
endmodule : axi_data_stream_passtrough
[config.mk]
export PLATFORM = sky130hd
export DESIGN_NAME = axi_data_stream_passtrough
export DESIGN_NICKNAME = axi_data_stream_passtrough
export VERILOG_FILES = /design/flow/design.v
export SDC_FILE = /design/flow/constraint.sdc
export NUM_CORES = 4
export LEC_CHECK = 1
export CORE_AREA = 10 10 113 113
export DIE_AREA = 0 0 123 123
[constraint.sdc]
current_design axi_data_stream_passtrough

set clk_period 1.0
set clk_io_pct 0.2

create_clock -name clk0 -period $clk_period [get_ports {aclk}]

set non_clock_inputs [all_inputs -no_clocks]
set_input_delay [expr $clk_period * $clk_io_pct] -clock clk0 $non_clock_inputs
set_output_delay [expr $clk_period * $clk_io_pct] -clock clk0 [all_outputs]
==> summary.txt <==
fresh numbers from the pnr run: run status complete, no violations, crit-path leading delay family flip-flops, share of power burned in registers 0.543, Crit. End Element output port, Adder-Cell Fraction of Synth Area 0, chip height 123 um, cycle use final 0.956, Clock power frac 0.358, Hold Fails Final Rpt 0, largest net degree at the start of global routing between 40 and 50, combinational gate area 430 sq um, Total GRT Usage 0.0709, crit path launch type flop, Logic pwr share 0.099, synthesis-to-layout area growth 68.0%, Top Ports 158, VDD IR max around 0.00056 V, critical path cell sequence buf_2, max_cap viols 0, PortBufs 143, TritonCTS clock tree built, Tmin final 0.956 ns, Internal 4.16 mW, number of logged tool warnings 37, total gr overflow 0, Mapped Cells 153, TritonRoute pass-1 iters 2, main logic family after synthesis simple AND/OR/NAND/NOR gates, CP bufs+invs 1, ys cells approximately 150, Hold-fix buffers, CTS 0, Pleak 1.47 nW, crit-path max FO 1, TritonCTS Buffers 9, pwr dens around 1600 nW/um^2, layout cells sized above 1 0.347, initial antenna violation count 2, Slew Viols, Final 0, vias in the first global route 1464, leading area contributor after synthesis dfxtp_1, area fraction in compound gates 0, Iter 0 DRT Violations 50, vias post-DR 1461, Hold WS between 0.2 and 0.3 ns, row count 37, ys flops 67, vias per cell 3.37, Post-Synth Simple-Gate Area 0.220, Unique cell types 7, Top cells by area dfxtp_1, and2_1, buf_4, remaining antenna violation count 0, first-pass GRT wire length 8.40 mm, RSZ-0062 raised after global routing yes, yosys warning tally 1, CTS sink count 67, Yosys chip area 1910 sq um, yosys xor share 0, Sw Ratio 0.207, Arr. time, crit path 0.76 ns, HPWL Detailed about 4.7 mm, Max stage delay on crit path 0.31 ns, Mapped Area 1910 sq um, die area 15100 sq um, Seq/Total Area, Yosys 0.703, Dominant cell area share 0.703, fp_density 0.185, Core Area 10300 sq um, Switch Pwr 1.08 mW, Root Driver clkbuf_8, Final Power 5.25 mW, required time worst endpoint 0.80 ns, Clock transition at path regs 0.07 ns, drt total wl slightly below 6 mm, # DRC 0, final core utilization 0.310, WL per Instance 13.3 um, Fill cells 1070, WS Path Type reg2out, FMAX approximately 1000 MHz, Die X 123 um, routability cong. just over 0.7, slowest CP cell dfxtp_2, Final Setup Violations 0, Flop area 1360 sq um, Max clock buf depth 2, H-Tree Depth 3, Hold Crit Class in2reg, Avg Inst Size Synth approximately 12 sq um, Multiplexer share 0
## cell usage after synthesis (all sizes together)
cell type	instances
buf	18
and2	66
conb	1
nand2b	1
dfxtp	67
## cell usage in the layout (no fill, tap or decap), types with 2 or more instances in the layout
cell type	n
and2_1	66
clkbuf_1	2
conb_1	3
clkinv_2	3
clkdlybuf4s50_1	67
clkbuf_8	10
dfxtp_1	55
buf_2	75
dfxtp_2	12
## what timing repair did
item                                    CTS  global route
gates resized                           243             2
pin swaps                                 0             0
endpoints found under the setup margin   75            10
buffers inserted                          0             0
## per-stage QoR
stage          setup WS [ns]  setup TNS, ns  std cells  instance area (sq um)
4_1_cts               0.0169              0        433                   3190
5_1_grt             -0.00865        -0.0379        433                   3200
3_5_place_dp         0.00625              0        418                   3400
3_3_place_gp          0.0119              0        418                   3400
6_report              0.0436              0        434                   3200
2_1_floorplan          0.339              0        155                   1910
## flip-flops by register name, summed over array words and instances, names as in the netlist
name / flops
m_axis_tvalid: 1
m_axis_tdata: 64
m_axis_tlast: 1
s_axis_tready: 1
## worst paths after layout
path	startpoint	to	depth (start not counted)
worst max-delay path	m_axis_tdata[54]	m_axis_tdata[54]	1
worst min-delay path	areset_n	s_axis_tready	3
## per-layer routing
layer	share of wire	up-vias	global-route usage
met4	0.020	2	0.0124
met2	0.47	80	0.115
li1	-	724	-
met5	0.0022	-	0
met1	0.36	644	0.0774
met3	0.15	11	0.0467
## power groups by stage
stage	Combinational [mW]	Sequential, mW	Clock (mW)
after CTS	0.540	2.85	1.99
final	0.522	2.85	1.88
after global routing	0.584	2.86	2.13
## kinds of logic after synthesis
kind of cell | count (synthesis)
flops | 67
simple gates | 67
buf+inv | 18
other cells | 1
## cell type report
cell class | instances | share of cell area
clock inverter | 3 | 0.00469
antenna | 1 | 0.000781
clock buffer | 12 | 0.0453
tap | 136 | 0.0531
multi-input combinational | 70 | 0.134
timing repair buffer | 145 | 0.339
sequential | 67 | 0.423
No activity file was given, so power comes from the tool's default toggle rates.
