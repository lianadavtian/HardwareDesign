===== ./config.mk =====
export PLATFORM = sky130hd
export DESIGN_NAME = axi_data_width_upsizer
export DESIGN_NICKNAME = axi_data_width_upsizer
export VERILOG_FILES = /design/flow/design.v
export SDC_FILE = /design/flow/constraint.sdc
export NUM_CORES = 4
export LEC_CHECK = 1
export CORE_UTILIZATION = 40

===== ./constraint.sdc =====
current_design axi_data_width_upsizer

set clk_period 5.6
set clk_io_pct 0.2

create_clock -name clk0 -period $clk_period [get_ports {aclk}]

set non_clock_inputs [all_inputs -no_clocks]
set_input_delay [expr $clk_period * $clk_io_pct] -clock clk0 $non_clock_inputs
set_output_delay [expr $clk_period * $clk_io_pct] -clock clk0 [all_outputs]

===== ./design.v =====
module axi_data_width_upsizer #(
	parameter		DATA_WIDTH_FROM		= 8,
	parameter		DATA_WIDTH_TO		= 64,
	parameter byte  TID_WIDTH			= 1,
	parameter byte	TDEST_WIDTH			= 1,
	parameter byte	TUSER_WIDTH			= 1,
	parameter bit	TID_EN				= 0,
	parameter bit	TDEST_EN			= 0,
	parameter bit	TUSER_EN			= 0
)(
	input logic								aclk,
	input logic								areset_n,
	output logic		    					s_axis_tready,
	input logic									s_axis_tvalid,
	input logic		[DATA_WIDTH_FROM - 1:0]		s_axis_tdata,
	input logic		[DATA_WIDTH_FROM / 8 - 1:0] s_axis_tkeep,
	input logic									s_axis_tlast,
	input logic		[TID_WIDTH - 1:0]			s_axis_tid,
	input logic		[TDEST_WIDTH - 1:0]			s_axis_tdest,
	input logic		[TUSER_WIDTH - 1:0]			s_axis_tuser,
	input logic									m_axis_tready,
	output logic								m_axis_tvalid,
	output logic	[DATA_WIDTH_TO - 1:0]		m_axis_tdata,
	output logic	[DATA_WIDTH_TO / 8 - 1:0]	m_axis_tkeep,
	output logic								m_axis_tlast,
	output logic	[TID_WIDTH - 1:0]			m_axis_tid,
	output logic	[TDEST_WIDTH - 1:0]			m_axis_tdest,
	output logic	[TUSER_WIDTH - 1:0]			m_axis_tuser
);
localparam COUNT = DATA_WIDTH_TO / DATA_WIDTH_FROM;
logic [DATA_WIDTH_TO - 1:0]		data_out;
logic [DATA_WIDTH_TO / 8 - 1:0] data_out_keep;
logic							data_out_last;
logic [$clog2(COUNT):0]			counter;
assign m_axis_tlast = data_out_last;
assign s_axis_tready = !(((counter == COUNT) || data_out_last) && !m_axis_tready);
always_ff @(posedge aclk) begin
	if (!areset_n) 
		data_out <= '0;
	else if (s_axis_tready && s_axis_tvalid)
		data_out[counter * DATA_WIDTH_FROM +: DATA_WIDTH_FROM] <= s_axis_tdata;
end
always_ff @(posedge aclk) begin
	if (!areset_n)
		data_out_keep <= '0;
	else if (s_axis_tready && s_axis_tvalid)
		data_out_keep[counter * (DATA_WIDTH_FROM / 8) +: (DATA_WIDTH_FROM / 8)] <= s_axis_tkeep;
end
always_ff @(posedge aclk) begin
	if (!areset_n)
		data_out_last <= 1'b0;
	else if (s_axis_tready && s_axis_tvalid)
		data_out_last <= s_axis_tlast;
end
always_comb begin
	m_axis_tvalid = 1'b0;
	if (counter == COUNT)
		m_axis_tvalid = 1'b1;
	else if (data_out_last)
		m_axis_tvalid  = 1'b1;
	else 
		m_axis_tvalid = 1'b0;
end
always_comb begin
	m_axis_tdata = '0;
	if (counter == COUNT) 
		m_axis_tdata = data_out;
	else if (data_out_last) begin
		m_axis_tdata = data_out;
		for (int i = 0; i < DATA_WIDTH_TO / DATA_WIDTH_FROM; ++i) begin 
			if (i >= counter)
				m_axis_tdata[i * DATA_WIDTH_FROM +: DATA_WIDTH_FROM] = '0;
		end
	end
end
always_comb begin
	m_axis_tkeep = 'b0;
	if (counter == COUNT)
		m_axis_tkeep = data_out_keep;
	else if (data_out_last) begin
		m_axis_tkeep = data_out_keep;
		for (int i = 0; i < DATA_WIDTH_TO / DATA_WIDTH_FROM; ++i) begin 
			if (i >= counter)
				m_axis_tkeep[i * (DATA_WIDTH_FROM / 8) +: (DATA_WIDTH_FROM / 8)] = 'b0;
		end
	end
end
always_ff @(posedge aclk) begin
	if (!areset_n)
		counter <= '0;
	else begin
		if (counter == COUNT && m_axis_tready) begin
			if (s_axis_tready && s_axis_tvalid)
				counter <= 'b1;
			else
				counter <= '0;
		end
		else if (data_out_last && m_axis_tready) begin
			if (s_axis_tready && s_axis_tvalid)
				counter <= 'b1;
			else
				counter <= '0;
		end
		else begin 
			if (s_axis_tready && s_axis_tvalid) 
				counter <= counter + 1;
		end
	end
end
always_ff @(posedge aclk) begin
	if (!areset_n)
		m_axis_tuser <= '0;
	else if (TUSER_EN)
		m_axis_tuser <= s_axis_tuser;
end
always_ff @(posedge aclk) begin
	if (!areset_n)
		m_axis_tid <= 'b0;
	else if (TID_EN)
		m_axis_tid <= s_axis_tid;
end
always_ff @(posedge aclk) begin
	if (!areset_n)
		m_axis_tdest <= 'b0;
	else if (TDEST_EN)
		m_axis_tdest <= s_axis_tdest;
end
endmodule : axi_data_width_upsizer

===== ./run.sh =====
#!/bin/bash
# OpenROAD 26Q1-2900-gdf79404cd8, Yosys 0.63+post, stock flow scripts
make -C /OpenROAD-flow-scripts/flow DESIGN_CONFIG=/design/flow/config.mk WORK_HOME=/design/flow/orfs finish

==> impl_metrics.ini <==
; yosys + openroad results
[route]
detail_route.antenna_diodes = 0
routed_via_density = 5.18
drt_first_pass_iters = 4
vias = 3064
totalWireLength_um = 9390
route.detailed.wl_per_inst_um = 15.9
dr.first_iter.drc_count = 115
detail-route-antenna-nets = 0
drc = 0

[clocking]
cts_clock_pin_slew_for_the_worst_setup_and_hold_paths_ps = 80
cts_sink_count = 77
insertion_delay_at_the_late_pin_of_the_worst_skew_pair_ps = 340
root_buffer = sky130_fd_sc_hd__clkbuf_8
cts-resized-gates = 0
clock_tree.buffer_depth = 2
h_tree_levels = 3
post_cts.repair.setup_buffers = 0
cts_made_buffers = 9
holdBufCountCts = 0
cts_tree = built

[floorplan]
io_pins = 95
core_um2 = 8720
core.rowCount = 34
dieWidth_um = 97.0
die-area_um2 = 9420
die.size.y_um = 97.0
fp_util = 0.414

[worst_setup_path]
timing.rr.start = counter[0]
worst_setup_path_endpoint = m_axis_tdata[13]
rr_endpoint = data_out[10]
cp_data_required_time_ps = 4480
worst_ep_arrival_time_ps = 3080
setup.worst_path.start = counter[0]
crit_path_start_kind = flip-flop
maximum_fanout_encountered_on_the_critical_timing_path = 11
critPathCaptureType = output port
reg2reg_slack_ps = 2930
setup.worst_path.class = flip-flop to output port
reg2regPathDepth = 6

[final_layout]
fill_cells = 807
drive_gt1_frac = 0.0766
flow.area_growth_from_synthesis_pct = 31.3

[synth]
synth-area-yosys_um2 = 3610
ys_top_cells_by_area = sky130_fd_sc_hd__dfxtp_1 43%, sky130_fd_sc_hd__and2_1 11%, sky130_fd_sc_hd__mux2i_1 7.5%, sky130_fd_sc_hd__nand2_1 7.3%, sky130_fd_sc_hd__o2bb2ai_2 3.3%
average_instance_area_after_synthesis_um2 = 9.08
ys_ff = 77
synthTopCellsByCount = 77 x sky130_fd_sc_hd__dfxtp_1, 70 x sky130_fd_sc_hd__nand2_1, 64 x sky130_fd_sc_hd__and2_1, 27 x sky130_fd_sc_hd__mux2i_1, 18 x sky130_fd_sc_hd__o22ai_1
yosysUniqueCellTypes = 50
ys_seq_share = 0.427
yosys_cell_count = 398
number_of_synthesized_flops_with_an_enable_pin = 0
top_reg_cell_synth = sky130_fd_sc_hd__dfxtp_1
synthesis.instances = 398
yosysWarnings = 1
synthMostInstantiatedCell = sky130_fd_sc_hd__dfxtp_1
synth_area_um2 = 3610
top_area_cell = sky130_fd_sc_hd__dfxtp_1
synth-async-reset-ratio = 0
yosys.area.top_type_share = 0.427

[grt]
grt_use_total = 0.205
overflow = 0
grt_antenna_before_repair = 0
number_of_global_route_vias_before_repair = 2779
pin_count_of_the_biggest_net_entering_global_routing = 70
first_pass_grt_wire_length_um = 14900

[timing]
achievable-frequency_mhz = 238
final.setup_skew_ps = 11.4
final_count_of_hold_timing_violations = 0
relSlewSlack = 0.415
worstMarginPinSlew_ps = 866
layout_worst_path_cycle_share = 0.751
rsz0062_at_grt = no
setup_tns_ps = 0
post_layout_min_period_ps = 4200
timing.final.ws_setup_ps = 1400
setup_viol = 0
drv_slew = 0

[placed_design]
dp_worst_setup_slack_ps = 1800
dp_hpwl_um = 6220
io_buffers = 88
placer_congestion_estimate = 0.879

[hold_path]
hold_class = flip-flop to flip-flop

[power_and_ir_drop]
powerDensity_nw_per_um2 = 233
worst_ir_drop_vdd_mv = 0.112
leakagePower_nw = 1.63

[run]
timing.max_cap.violations = 0
stage_log_warnings = 32

[run_status]
outcome = finished, final reports clean
## cells in the final DEF (no fill, tap or decap), drive strengths merged, types with 5 or more instances in the layout
cell type,n
a21oi,11
nand2b,5
mux2i,27
nand2,70
nor2b,11
nor2,8
clkbuf,10
clkdlybuf4s50,87
and2,64
inv,9
o21ai,14
o22ai,18
o2bb2ai,8
ha,6
a32o,9
dfxtp,77
nor3,5
## kinds of logic (layout without fill, tap and decap cells)
family                   Yosys count  count (layout)  share of synthesized area
buffers and inverters             31             114                     0.0443
flip-flops                        77              77                      0.427
AND-OR/OR-AND                     72              72                      0.152
adder cells (fa/ha/maj)            6               6                     0.0208
XOR/XNOR                           1               1                    0.00450
multiplexers                      27              27                     0.0748
other                              1               3                    0.00104
AND/OR/NAND/NOR                  183             183                      0.276
## how the worst min path moves through the flow
stage                 from           end  slack (ps)  cells past startpoint
CTS           data_out[58]  data_out[58]         460                      2
finish        data_out[24]  data_out[24]         450                      2
global route  data_out[37]  data_out[37]         470                      2
## through the flow
stage / power (W) / util / hold WS, ps / std cells / area [um2]
floorplan: 0.000635 / - / 417 / 400 / 3620
global placement: 0.000668 / 0.520 / 430 / 576 / 4530
detailed placement: 0.000667 / 0.520 / 436 / 576 / 4530
CTS: 0.00112 / 0.544 / 456 / 591 / 4740
global route: 0.00115 / 0.544 / 470 / 591 / 4740
finish: 0.00111 / 0.544 / 449 / 591 / 4740
## power breakdown
part | internal [W] | switching, W | total, W
Clock | 0.000251 | 0.000200 | 0.000451
Combinational | 0.0000329 | 0.0000617 | 0.0000946
Sequential | 0.000553 | 0.00000705 | 0.000560
Total | 0.000836 | 0.000269 | 0.00111
## worst max-delay path, stage by stage, from the launching register on
cell and delay (ps):
sky130_fd_sc_hd__dfxtp_1 420, sky130_fd_sc_hd__inv_1 220, sky130_fd_sc_hd__ha_1 470, sky130_fd_sc_hd__and3b_1 290, sky130_fd_sc_hd__nor2_2 110, sky130_fd_sc_hd__a21oi_1 510
sky130_fd_sc_hd__and2_1 240, sky130_fd_sc_hd__clkdlybuf4s50_1 470
## final cells by class
| type | count | area, um2 | area share |
|---|---|---|---|
| clock inverters | 5 | 85.1 | 0.0179 |
| repair buffers | 91 | 898 | 0.189 |
| multi-input cells | 292 | 1930 | 0.406 |
| clock buffers | 10 | 128 | 0.0269 |
| inverters | 8 | 30.0 | 0.00633 |
| flip-flops and latches | 77 | 1540 | 0.325 |
| well taps | 108 | 135 | 0.0285 |
## registers in the layout, summed over array words and instances (netlist names)
| signal | flops |
|---|---|
| data_out_last | 1 |
| data_out_keep | 8 |
| counter | 4 |
| data_out | 64 |
## metal layers
layer | share of wire | track usage
met1 | 0.51 | 0.332
met2 | 0.44 | 0.305
met3 | 0.046 | 0.0375
met4 | 0.0083 | 0.0195
met5 | 0 | 0
Power and IR drop assume default switching activity.
