[flow/config.mk]
export PLATFORM = sky130hd
export DESIGN_NAME = axi_data_width_converter_top
export DESIGN_NICKNAME = axi_data_width_converter_top
export VERILOG_FILES = /design/flow/design.v
export SDC_FILE = /design/flow/constraint.sdc
export NUM_CORES = 4
export LEC_CHECK = 1
export CORE_UTILIZATION = 50
[flow/constraint.sdc]
current_design axi_data_width_converter_top

set clk_period 8.7
set clk_io_pct 0.2

create_clock -name clk0 -period $clk_period [get_ports {aclk}]

set non_clock_inputs [all_inputs -no_clocks]
set_input_delay [expr $clk_period * $clk_io_pct] -clock clk0 $non_clock_inputs
set_output_delay [expr $clk_period * $clk_io_pct] -clock clk0 [all_outputs]
[flow/design.v]
module axi_data_width_downsizer #(
	parameter			DATA_WIDTH_FROM	= 64,
	parameter			DATA_WIDTH_TO	= 8,
	parameter	byte	TID_WIDTH		= 1,
	parameter	byte	TDEST_WIDTH		= 1,
	parameter	byte	TUSER_WIDTH		= 1,
	parameter	bit		TID_EN			= 0,
	parameter	bit		TDEST_EN		= 0,
	parameter	bit		TUSER_EN		= 0
)(
	input logic aclk,
	input logic areset_n,
	output	logic								s_axis_tready,
	input	logic								s_axis_tvalid,
	input	logic [DATA_WIDTH_FROM - 1:0]		s_axis_tdata,
	input	logic [DATA_WIDTH_FROM / 8 - 1:0]	s_axis_tkeep,
	input	logic								s_axis_tlast,
	input	logic [TID_WIDTH - 1:0]				s_axis_tid,
	input	logic [TDEST_WIDTH - 1:0]			s_axis_tdest,
	input	logic [TUSER_WIDTH - 1:0]			s_axis_tuser,
	input	logic								m_axis_tready,
	output	logic								m_axis_tvalid,
	output	logic [DATA_WIDTH_TO - 1:0]			m_axis_tdata,
	output	logic [DATA_WIDTH_TO / 8 - 1:0]		m_axis_tkeep,
	output	logic								m_axis_tlast,
	output	logic [TID_WIDTH - 1:0]				m_axis_tid,
	output	logic [TDEST_WIDTH - 1:0]			m_axis_tdest,
	output	logic [TUSER_WIDTH - 1:0]			m_axis_tuser
);
localparam	COUNT = DATA_WIDTH_FROM / DATA_WIDTH_TO;
logic [DATA_WIDTH_FROM - 1:0]		data_in;
logic [DATA_WIDTH_FROM / 8 - 1:0]	data_in_keep;
logic								data_in_last;
logic [$clog2(COUNT):0]				counter;
assign s_axis_tready = counter == 0;
assign m_axis_tvalid = counter != 0;
always_comb begin
	m_axis_tdata = '0;
	if (counter != 0)
		m_axis_tdata = data_in[(COUNT - counter) * DATA_WIDTH_TO +: DATA_WIDTH_TO];
end
always_comb begin
	m_axis_tkeep = '0;
	if (counter != 0)
		m_axis_tkeep = data_in_keep[(COUNT - counter) * (DATA_WIDTH_TO / 8) +: (DATA_WIDTH_TO / 8)];
end
always_comb begin
	m_axis_tlast = '0;
	if ('0 == data_in_keep[(COUNT - counter + 1) * DATA_WIDTH_TO / 8 +: (DATA_WIDTH_TO / 8)])
			m_axis_tlast = 1'b1;
	else begin
		if (counter != 0) begin
			if (counter == 1)
				m_axis_tlast = data_in_last;
			else 
				m_axis_tlast = '0;
		end
	end
end
always_ff @(posedge aclk) begin
	if (!areset_n)
		counter <= 0;
	else begin
		if ('0 == data_in_keep[(COUNT - counter + 1) * DATA_WIDTH_TO / 8 +: (DATA_WIDTH_TO / 8)])
			counter <= '0;
		else begin 
			if (s_axis_tready && s_axis_tvalid)
				counter <= COUNT;
			if (m_axis_tready && m_axis_tvalid)
				counter <= counter - 1;
		end
	end
end
always_ff @(posedge aclk) begin
	if (!areset_n)
		data_in_last <= '0;
	else if (s_axis_tready && s_axis_tvalid)
		data_in_last <= s_axis_tlast;
end
always_ff @(posedge aclk) begin
	if (!areset_n)
		data_in_keep <= '0;
	else if (s_axis_tready && s_axis_tvalid)
		data_in_keep <= s_axis_tkeep;
end
always_ff @(posedge aclk) begin
	if (!areset_n)
		data_in <= '0;
	else if (s_axis_tready && s_axis_tvalid)
		data_in <= s_axis_tdata;
end
always_ff @(posedge aclk) begin
	if (!areset_n)
		m_axis_tuser <= 'b0;
	else if (TUSER_EN)
		m_axis_tuser <= s_axis_tuser;
end
always_ff @(posedge aclk) begin
	if (!areset_n)
		m_axis_tid <= 'b0;
	else if (TID_EN)
		m_axis_tid <= s_axis_tid;
end
always_ff @(posedge aclk) begin
	if (!areset_n) 
		m_axis_tdest <= 'b0;
	else if (TDEST_EN)
		m_axis_tdest <= s_axis_tdest;
end
endmodule : axi_data_width_downsizer
module axi_data_width_converter_top #(
	parameter		SLAVE_DATA_WIDTH	= 64,
	parameter		MASTER_DATA_WIDTH	= 8,
	parameter byte	TID_WIDTH			= 1, 
	parameter byte	TDEST_WIDTH			= 1,
	parameter byte	TUSER_WIDTH			= 1,
	parameter bit	TID_EN				= 0,
	parameter bit	TDEST_EN			= 0,
	parameter bit	TUSER_EN			= 0
)(
	input logic aclk,
	input logic areset_n,
	output	logic								s_axis_tready,
	input	logic								s_axis_tvalid,
	input	logic [SLAVE_DATA_WIDTH - 1:0]		s_axis_tdata,
	input	logic [SLAVE_DATA_WIDTH / 8 - 1:0]	s_axis_tkeep,
	input	logic								s_axis_tlast,
	input	logic [TID_WIDTH - 1:0]				s_axis_tid,
	input	logic [TDEST_WIDTH - 1:0]			s_axis_tdest,
	input	logic [TUSER_WIDTH - 1:0]			s_axis_tuser,
	input	logic								m_axis_tready,
	output	logic								m_axis_tvalid,
	output	logic [MASTER_DATA_WIDTH - 1:0]		m_axis_tdata,
	output	logic [MASTER_DATA_WIDTH / 8 - 1:0]	m_axis_tkeep,
	output	logic								m_axis_tlast,
	output	logic [TID_WIDTH - 1:0]				m_axis_tid,
	output	logic [TDEST_WIDTH - 1:0]			m_axis_tdest,
	output	logic [TUSER_WIDTH - 1:0]			m_axis_tuser
);
logic [SLAVE_DATA_WIDTH - 1:0]		reg_s_axis_tdata;
logic [SLAVE_DATA_WIDTH / 8 - 1:0]	reg_s_axis_tkeep;
logic [MASTER_DATA_WIDTH - 1:0]		reg_m_axis_tdata;
logic [MASTER_DATA_WIDTH / 8 - 1:0] reg_m_axis_tkeep;
logic reg_m_axis_tvalid;
logic reg_m_axis_tready;
logic reg_m_axis_tlast;
logic reg_s_axis_tready;
logic reg_s_axis_tvalid;
logic reg_s_axis_tlast;
assign s_axis_tready = reg_s_axis_tready || !reg_s_axis_tvalid;
assign reg_m_axis_tready = m_axis_tready || !m_axis_tvalid;
always_ff @(posedge aclk) begin
	if (!areset_n) begin 
		reg_s_axis_tvalid <= 'b0;
		reg_s_axis_tdata <= 'b0;
		reg_s_axis_tkeep <= 'b0;
		reg_s_axis_tlast <= 'b0;
	end
	else if (s_axis_tready) begin 
		reg_s_axis_tvalid <= s_axis_tvalid;
		reg_s_axis_tdata <= s_axis_tdata;
		reg_s_axis_tkeep <= s_axis_tkeep;
		reg_s_axis_tlast <= s_axis_tlast;
	end
end
always_ff @(posedge aclk) begin
	if (!areset_n) begin
		m_axis_tdata <= 'b0;
		m_axis_tkeep <= 'b0;
		m_axis_tlast <= 'b0;
	end
	else if (m_axis_tready || !m_axis_tvalid) begin 
		m_axis_tvalid <= reg_m_axis_tvalid;
		m_axis_tdata <= reg_m_axis_tdata;
		m_axis_tkeep <= reg_m_axis_tkeep;
		m_axis_tlast <= reg_m_axis_tlast;
	end
end
generate 
	if (SLAVE_DATA_WIDTH > MASTER_DATA_WIDTH)
		axi_data_width_downsizer #(
			.DATA_WIDTH_FROM(SLAVE_DATA_WIDTH),
			.DATA_WIDTH_TO(MASTER_DATA_WIDTH),
			.TID_WIDTH(TID_WIDTH),
			.TDEST_WIDTH(TDEST_WIDTH),
			.TUSER_WIDTH(TUSER_WIDTH),
			.TID_EN(TID_EN),
			.TDEST_EN(TDEST_EN),
			.TUSER_EN(TUSER_EN)
		) downsizer(
			.aclk(aclk),
			.areset_n(areset_n),
			.s_axis_tid(s_axis_tid),
			.s_axis_tdest(s_axis_tdest),
			.s_axis_tuser(s_axis_tuser),
			.m_axis_tid(m_axis_tid),
			.m_axis_tdest(m_axis_tdest),
			.m_axis_tuser(m_axis_tuser),
			.s_axis_tready(reg_s_axis_tready),
			.s_axis_tvalid(reg_s_axis_tvalid),
			.s_axis_tkeep(reg_s_axis_tkeep),
			.s_axis_tdata(reg_s_axis_tdata),
			.s_axis_tlast(reg_s_axis_tlast),
			.m_axis_tready(reg_m_axis_tready),
			.m_axis_tvalid(reg_m_axis_tvalid),
			.m_axis_tdata(reg_m_axis_tdata),
			.m_axis_tkeep(reg_m_axis_tkeep),
			.m_axis_tlast(reg_m_axis_tlast)
		);
	else if (SLAVE_DATA_WIDTH < MASTER_DATA_WIDTH) 
		axi_data_width_upsizer #(
			.DATA_WIDTH_FROM(SLAVE_DATA_WIDTH),
			.DATA_WIDTH_TO(MASTER_DATA_WIDTH),
			.TID_WIDTH(TID_WIDTH),
			.TDEST_WIDTH(TDEST_WIDTH),
			.TUSER_WIDTH(TUSER_WIDTH),
			.TID_EN(TID_EN),
			.TDEST_EN(TDEST_EN),
			.TUSER_EN(TUSER_EN)
		) upsizer(
			.aclk(aclk),
			.areset_n(areset_n),
			.s_axis_tid(s_axis_tid),
			.s_axis_tdest(s_axis_tdest),
			.s_axis_tuser(s_axis_tuser),
			.m_axis_tid(m_axis_tid),
			.m_axis_tdest(m_axis_tdest),
			.m_axis_tuser(m_axis_tuser),
			.s_axis_tready(reg_s_axis_tready),
			.s_axis_tvalid(reg_s_axis_tvalid),
			.s_axis_tdata(reg_s_axis_tdata),
			.s_axis_tkeep(reg_s_axis_tkeep),
			.s_axis_tlast(reg_s_axis_tlast),
			.m_axis_tready(reg_m_axis_tready),
			.m_axis_tvalid(reg_m_axis_tvalid),
			.m_axis_tdata(reg_m_axis_tdata),
			.m_axis_tkeep(reg_m_axis_tkeep),
			.m_axis_tlast(reg_m_axis_tlast)
		);
	else
	begin
		axi_data_stream_passtrough #(
			.DATA_WIDTH_FROM(SLAVE_DATA_WIDTH),
			.DATA_WIDTH_TO(MASTER_DATA_WIDTH),
			.TID_WIDTH(TID_WIDTH),
			.TDEST_WIDTH(TDEST_WIDTH),
			.TUSER_WIDTH(TUSER_WIDTH),
			.TID_EN(TID_EN),
			.TDEST_EN(TDEST_EN),
			.TUSER_EN(TUSER_EN)
		) passtrough(
			.aclk(aclk),
			.areset_n(areset_n),
			.s_axis_tid(s_axis_tid),
			.s_axis_tdest(s_axis_tdest),
			.s_axis_tuser(s_axis_tuser),
			.m_axis_tid(m_axis_tid),
			.m_axis_tdest(m_axis_tdest),
			.m_axis_tuser(m_axis_tuser),
			.s_axis_tready(reg_s_axis_tready),
			.s_axis_tvalid(reg_s_axis_tvalid),
			.s_axis_tdata(reg_s_axis_tdata),
			.s_axis_tkeep(reg_s_axis_tkeep),
			.s_axis_tlast(reg_s_axis_tlast),
			.m_axis_tready(reg_m_axis_tready),
			.m_axis_tvalid(reg_m_axis_tvalid),
			.m_axis_tdata(reg_m_axis_tdata),
			.m_axis_tkeep(reg_m_axis_tkeep),
			.m_axis_tlast(reg_m_axis_tlast)
		);
	end
endgenerate 
endmodule : axi_data_width_converter_top
[flow/run.sh]
#!/bin/bash
# OpenROAD 26Q1-2900-gdf79404cd8, Yosys 0.63+post, stock flow scripts
make -C /OpenROAD-flow-scripts/flow DESIGN_CONFIG=/design/flow/config.mk WORK_HOME=/design/flow/orfs finish
==> results.cfg <==
; flow metrics
[sta]
finalSetupViolCount = 0
fmax_mhz = 191
hold_ws_ps = 450
min_period_ps = 5230
post-route-period-util = 0.601
timing.setup.tns_ps = 0
rsz0062_at_grt = no
relSlewSlack = 0.480
tightest_slew_ps = 780
skew_ps = 7.91
drv_slew = 0
hold_viol = 0

[synthesis]
synthesis.area_mm2 = 0.00641
async_flop_share = 0
synth-main-ff-cell = dfxtp_1
ys_warn_count = 2
synth_top_cell_by_area = dfxtp_1
common_cells = nand2_1, dfxtp_1, a21oi_1
synth.top_cell.area_share = 0.503
synth_flops = 162
synth_cells = 762
ys_chip_area_mm2 = 0.00641
yosysUniqueCellTypes = 40
ys_cells = 762
top_cell = nand2_1
edf_count = 1
ys_seq_share = 0.507
syn_area_per_cell_um2 = 8.41
area_leaders = dfxtp_1, nand2_1, a21oi_1

[floorplanning]
die_w_um = 115
io_pins = 95
core_area_mm2 = 0.0123
die_h_um = 115
dieArea_mm2 = 0.0133
fp-row-count = 40
initial_core_util = 0.523

[clock_network]
clk_path_buf_depth = 2
numCtsBuffers = 17
h-tree-depth = 4
cts_tree = built
path_clk_slew_ps = 60
root_buffer = clkbuf_16
cts.repair.resized = 0
cts_setup_buffers = 0
insertion_delay_ps = 410
hold_buffers = 0
numClockSinks = 162

[routing]
detail_route.first_pass.iterations = 4
wl_per_cell_um = 14.3
drc_errors = 0
antenna_cells = 0
vias = 5175
drt_iter0_drc = 287
ant_nets = 0
vias_per_cell = 5.17
routed_wirelength_mm = 14.3

[power_and_ir_drop]
p_sw_frac = 0.215
p_sw_uw = 342
clockPowerShare = 0.445
pwr-share-seq = 0.495
max-vdd-ir-drop_v = 0.000141
p_int_uw = 1250
combPwrFrac = 0.061
p_leak_uw = 0.00298
powerDensity_mw_per_mm2 = 203

[setup_path]
cp.arrival_ps = 3490
cp_data_required_time_ps = 6960
worstSetupEndpointType = primary output
ff2ff_path_depth = 10
start_kind = flop
r2r-end = reg_s_axis_tdata[4]
critical_path_class = flop to primary output
r2r_start = genblk1.downsizer.counter[0]
path_cells = buf_4 > inv_1 > ha_1 > nor3b_2 > inv_2 > and2_2 > inv_2 > buf_4 > clkdlybuf4s50_1
ff2ff_setup_slack_ps = 5760
cpLargestDelayFamily = buffers and inverters
cp_max_fo = 74
slowest_stage = buf_4
slowest_delay_ps = 590
crit_buf_inv = 6

[status]
status = completed

[finish]
fin_util = 0.638
area_growth_pct = 22.0
final_layout_size_suffix_gt1_frac = 0.0804

[min_path]
hold_class = flop to flop
min_path_cells = 2
min_to = genblk1.downsizer.data_in[54]
hold_start = reg_s_axis_tdata[54]

[global_route]
overflow = 0
grt_usage = 0.238
grt_pass1_vias = 4674
grt_pass1_wl_mm = 23.7
grt_max_degree = 75
antenna_found_initial = 0

[job]
warnings = 30
cap_violations = 0

[placed_design]
routabilityCongestion = 0.813
hpwl_mm = 9.16
port_buffers = 88
## tightest hold or removal path: stages, from the launching register on
cell     delay, ps
dfxtp_1        310
nand2_1         50
a21oi_1         50
## cell families after synthesis
kind of cell	Yosys count	share of synthesized area
AOI/OAI and AO/OA	170	0.139
xor gates and xnor gates	3	0.00917
adders and majority gates	2	0.00390
buffers and inverters	66	0.0537
DFF	162	0.507
muxes	30	0.0861
other	1	0.000585
and+or+nand+nor	328	0.200
## metrics by stage
| step | area, um2 | instances | worst slack, ps | power (uW) |
|---|---|---|---|---|
| global placement | 7260 | 970 | 3960 | 898 |
| CTS | 7820 | 1001 | 3430 | 1600 |
| global route | 7820 | 1001 | 3200 | 1650 |
| detailed placement | 7260 | 970 | 3890 | 900 |
| floorplan | 6420 | 764 | 5400 | 850 |
| finish | 7820 | 1001 | 3470 | 1590 |
## per-layer routing
layer  vias to the layer above  global-route usage  part of all wire
met5                         -                   0                 0
met2                       115               0.334              0.43
met1                      2417               0.398              0.50
li1                       2633                   -                 -
met4                         0              0.0277            0.0095
met3                        10              0.0638             0.064
## state kept, by name, summed over array words and instances (netlist names)
register	flops
m_axis_tvalid	1
reg_s_axis_tkeep	8
m_axis_tkeep	1
m_axis_tlast	1
reg_s_axis_tdata	64
genblk1.downsizer.data_in_keep	8
genblk1.downsizer.data_in	64
reg_s_axis_tvalid	1
genblk1.downsizer.data_in_last	1
genblk1.downsizer.counter	4
m_axis_tdata	8
reg_s_axis_tlast	1
## area by class of cell
class,instances,area (um2)
fill,1074,4440
sequential,162,3250
multi-input combinational,536,2830
timing repair buffer,96,941
clock buffer,21,450
tap,168,210
clock inverter,10,110
inverter,8,32.5
## power by group through the flow
stage	registers [uW]	clock network, uW	logic [uW]
final	787	708	96.5
after global routing	791	753	108
after CTS	787	718	97.6
## cell usage in the layout (no fill, tap or decap), types with 2 or more instances in the layout
cell type / Yosys / final
nand2_1: 304 / 303
dfxtp_1: 161 / 161
a21oi_1: 151 / 151
clkdlybuf4s50_1: 0 / 88
mux4_2: 20 / 20
clkbuf_16: 0 / 17
mux2i_1: 9 / 9
o21ai_0: 9 / 9
buf_4: 5 / 8
nor2_1: 7 / 7
inv_1: 5 / 5
nor3_1: 5 / 5
clkinv_2: 0 / 5
conb_1: 1 / 3
clkbuf_1: 31 / 3
inv_2: 3 / 2
nand2b_1: 2 / 2
o21bai_1: 2 / 2
and3_1: 2 / 2
ha_1: 2 / 2
bufinv_16: 0 / 2
## worst max-delay path by stage
stage     slack, ps                          from  cells after the start             to
5_1_grt        3200  genblk1.downsizer.counter[0]                      9  s_axis_tready
4_1_cts        3430  genblk1.downsizer.counter[0]                      9  s_axis_tready
6_report       3470  genblk1.downsizer.counter[0]                      9  s_axis_tready
Power figures rest on the tool's default switching activity, not on a simulated workload.
